## /design/flow/design.v

```verilog
module alu #(
  parameter int unsigned BW = 16  
  ) (
  input  logic unsigned [BW-1:0] in_a,
  input  logic unsigned [BW-1:0] in_b,
  input  logic             [3:0] opcode,
  output logic unsigned [BW-1:0] out,
  output logic             [2:0] flags  
  );
  logic signed [BW-1:0] a_s,b_s,out_s;
  logic overflow;
  assign a_s = $signed(in_a);
  assign b_s = $signed(in_b); 
  always_comb begin
    out_s = '0;
    overflow   = 1'b0;
     case (opcode)
        4'b0000: begin  
          out_s = a_s + b_s; 
          overflow = ~(a_s[BW-1] ^ b_s[BW-1]) & (a_s[BW-1] ^ b_s[BW-1] ^out_s[BW-1]);  
        end
        4'b0001: begin  
          out_s = a_s - b_s; 
          overflow = (a_s[BW-1] ^ b_s[BW-1]) & (a_s[BW-1] ^ out_s[BW-1]);  
        end
        4'b0010: out_s = in_a & in_b;  
        4'b0011: out_s = in_a | in_b;  
        4'b0100: out_s = in_a ^ in_b;  
        4'b0101: begin  
           out_s = a_s + 1'b1;
           overflow = (~a_s[BW-1] & out_s[BW-1]);  
        end   
        4'b0110: out_s = in_a;    
        4'b0111: out_s = in_b;    
        default: begin  
          out_s = '0;           
          overflow = 1'b0;
        end     
     endcase
  end
  assign out = out_s;
  assign flags = {overflow, out_s[BW-1], (out_s == '0)};
endmodule
```

## /design/flow/config.mk

```make
export PLATFORM = sky130hd
export DESIGN_NAME = alu
export DESIGN_NICKNAME = alu
export VERILOG_FILES = /design/flow/design.v
export SDC_FILE = /design/flow/constraint.sdc
export NUM_CORES = 4
export LEC_CHECK = 1
export CORE_UTILIZATION = 30
```

## /design/flow/run.sh

```bash
#!/bin/bash
# OpenROAD 26Q1-2900-gdf79404cd8, Yosys 0.63+post, stock flow scripts
make -C /OpenROAD-flow-scripts/flow DESIGN_CONFIG=/design/flow/config.mk WORK_HOME=/design/flow/orfs finish
```

## /design/flow/constraint.sdc

```tcl
current_design alu

set clk_period 10.0
set clk_io_pct 0.2

create_clock -name clk0 -period $clk_period

set non_clock_inputs [all_inputs -no_clocks]
set_input_delay [expr $clk_period * $clk_io_pct] -clock clk0 $non_clock_inputs
set_output_delay [expr $clk_period * $clk_io_pct] -clock clk0 [all_outputs]
```

==> impl_metrics.yaml <==
# synthesis and place-and-route metrics
logic_synthesis:
  synth_cell_types: 71
  yosys.area.top_type: "ha_1"
  top_area_share_pct: 19.83
  seq_area_frac_synth_pct: 0
  ys_cells: 460
  ys_area_um2: 3344
  avgSynthCellArea_um2: 7.271
  topCellsByArea: "ha_1 (20%), mux4_2 (7.4%), inv_1 (6.5%)"
  syn_inst: 460
  ys_warn_count: 1
  syn-cell-area_um2: 3344
global_routing:
  grt_use_total_pct: 21.27
  grt_pass1_wl_um: 18590
  grt_overflow: 0
  grt_pass1_vias: 3492
  antenna_found_initial: 0
  grt_max_degree: 34
timing:
  finalHoldViolations: 0
  slew_viol_final: 0
  fmax_mhz: 116.6
  worstMarginPinSlew_ns: 0.8886
  layout_min_cycle_time_ns: 8.575
  finalCritPeriodShare_pct: 85.75
  setup_viol: 0
  totalNegativeSetupSlack_ns: 0
  max-slew-margin-rel_pct: 40.01
  grt_setup_unrepaired: "no"
route:
  diodes: 0
  via_per_inst: 5.824
  drc: 0
  wl_per_cell_um: 18.74
  routed_wl_um: 11900
  dr.pass1.iters: 4
  drt_iter0_drc: 276
  via_count: 3698
  antenna_left: 0
pwr:
  max-vdd-ir-drop_uv: 21.80
  powerDensity_nw_per_um2: 51.29
  p_leak_nw: 1.663
layout:
  final_cells: 635
  drive_gt1_share_pct: 7.677
  post-route-util_pct: 36.76
  regArea_um2: 0
  syn2layout_area_growth_pct: 19.15
  clkbuf_count: 0
  fin_area_um2: 3985
  flops: 0
worst_setup_path:
  cpMaxStageDelayCell: "clkdlybuf4s50_1"
  critPathArrivalTime_ns: 6.58
  startpoint_type: "input pin"
  crit_type: "input pin to primary output"
  critical_path_required_ns: 8.00
  end_kind: "primary output"
  worst_path_most_repeated_cell: "a21oi_1"
  max_stage_delay_ns: 0.70
  critPathBufInv: 3
  crit_family: "AND-OR/OR-AND gates"
  crit_fanout: 9
  cp_cell_sequence: "clkdlybuf4s50_1 > inv_1 > ha_1 > a21oi_1 > o2111ai_2 > a2111oi_2 > nor2_1 > a21oi_1 > o21bai_1 > a21oi_1 > o21ai_0 > ha_1 > mux2_2 > o22ai_1 > a22oi_1 > o21ai_0 > nor4_2 > clkdlybuf4s50_1"
clock_tree:
  cts_setup_buffers: 0
  cts_resized: 0
  postCtsHoldBufs: 0
placement:
  dp_hpwl_um: 9560
  dpl-instance-area_um2: 3985
  io_buffer_count: 55
  place_congestion: 0.9870
  dp_cells: 635
run:
  drv_cap: 0
  tool_warnings: 66
outcome:
  status: "finished, final reports clean"
die:
  io_pins: 55
  rows: 38
  chip_area_um2: 11570
  core_util_floorplan_pct: 30.85
  core_area_um2: 10840
  die_h_um: 107.6
  die_x_um: 107.6
worst_hold_path:
  min_path_type: "input pin to primary output"
-- where the power goes --
group	internal (W)	switching, W	total [W]
registers	0	0	0
logic	0.0000931	0.000111	0.000204
clock network	0	0	0
total	0.0000931	0.000111	0.000204
-- stage by stage --
step	setup slack [ns]	total power, W	hold slack (ns)
6_report	1.425	0.0002044	5.103
5_1_grt	1.027	0.0002234	5.160
4_1_cts	1.434	0.0002026	5.118
3_5_place_dp	1.446	0.0002013	5.116
3_3_place_gp	1.598	0.0002017	5.102
2_1_floorplan	3.258	0.0001276	4.195
-- cells in the mapped netlist, drive strengths merged, types with 5 or more instances --
master and n:
nand2b 6, mux4 14, o22ai 5, a21oi 37, nand2 31, buf 17
nor2 29, a221oi 5, clkbuf 9, a211oi 5, and3 5, or3 5
ha 53, inv 59, nand4 8, nand3 15, nor4 7, a22oi 8
xnor2 22, o21ai 27, o31ai 10, nor3 7
-- layout make-up --
| cell class | count | area (um^2) |
|---|---|---|
| Fill cell | 1165 | 6855 |
| Multi-Input combinational cell | 375 | 2993 |
| Timing Repair Buffer | 61 | 595.6 |
| Inverter | 59 | 221.5 |
| Tap cell | 140 | 175.2 |
-- worst paths after layout --
path	cells after the start	from	to
hold / removal	4	in_a[15]	flags[2]
setup / recovery	18	in_a[1]	flags[0]
-- cell usage in the layout (no fill, tap or decap), types with 5 or more instances in the layout --
cell             instances
mux4_2                  11
clkdlybuf4s50_1         55
nand3_1                 14
or3_1                    5
nand4_1                  8
buf_4                    6
nand2b_1                 6
a21oi_1                 36
a221oi_1                 5
nand2_1                 30
o21ai_0                 23
nor2_1                  28
and3_1                   5
nor3_1                   7
ha_1                    53
a22oi_1                  8
o22ai_1                  5
nor4_1                   5
xnor2_1                 22
o31ai_1                 10
inv_1                   58
-- layer usage --
metal	GRT usage (%)	part of all wire (%)	wire length, um	vias to the layer above
met1	29.47	43	5155	1746
met3	2.840	7.1	841	30
li1	-	-	-	1762
met2	34.02	46	5457	160
met4	7.436	3.7	445	0
met5	0	0	0	-
-- kinds of logic (layout without fill, tap and decap cells) --
| family | Yosys count | after routing | synth area share, % |
|---|---|---|---|
| adders and majority gates | 55 | 55 | 21.03 |
| muxes | 21 | 21 | 12.08 |
| AOI/OAI and AO/OA | 140 | 140 | 28.43 |
| and+or+nand+nor | 137 | 137 | 22.00 |
| buffers and inverters | 85 | 120 | 10.70 |
| xor gates and xnor gates | 22 | 22 | 5.761 |
Power figures rest on the tool's default switching activity, not on a simulated workload.
